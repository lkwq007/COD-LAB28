--- flow/run.sh ---
#!/bin/bash
# OpenROAD 26Q1-2900-gdf79404cd8, Yosys 0.63+post, stock flow scripts
make -C /OpenROAD-flow-scripts/flow DESIGN_CONFIG=/design/flow/config.mk WORK_HOME=/design/flow/orfs finish
--- flow/config.mk ---
export PLATFORM = sky130hd
export DESIGN_NAME = CLKgen
export DESIGN_NICKNAME = CLKgen
export VERILOG_FILES = /design/flow/design.v
export SDC_FILE = /design/flow/constraint.sdc
export NUM_CORES = 4
export LEC_CHECK = 1
export CORE_AREA = 10 10 89 89
export DIE_AREA = 0 0 99 99
--- flow/constraint.sdc ---
current_design CLKgen

set clk_period 1.6
set clk_io_pct 0.2

create_clock -name clk0 -period $clk_period [get_ports {clk_in}]

set non_clock_inputs [all_inputs -no_clocks]
set_input_delay [expr $clk_period * $clk_io_pct] -clock clk0 $non_clock_inputs
set_output_delay [expr $clk_period * $clk_io_pct] -clock clk0 [all_outputs]
--- flow/design.v ---
module CLKgen (
	mipsclk,
	clk12500khz, 
	step_pulse,
	vga_clk,
	clk_in,
	step, 
	reset);
input	clk_in;		 
input	reset;
input	step;
output	mipsclk;		 
output	clk12500khz;		 
output	step_pulse;	 
output	vga_clk;		 
wire		vga_clk;
reg [2:0]	counter;
assign vga_clk = counter[0];
assign mipsclk=counter[1];
assign clk12500khz=& counter[2];
always @(posedge clk_in)
   begin	counter = counter + 1;end
button_press_unit step_key (
   .clk(mipsclk),
   .reset(reset),
   .in(~step),
   .out(step_pulse)
   );
endmodule
module brute_force_synchronizer(
   clk,
   in,
   out
   );
   input clk;
   input in;
   output out;
   wire ff1_out;
   d_ff ff1(.clk(clk), .d(in), .q(ff1_out));
   wire ff2_out;
   d_ff ff2(.clk(clk), .d(ff1_out), .q(out));
   endmodule
module button_press_unit(
   clk,
   reset,
   in,
   out
   );
   parameter WIDTH = 18;
   input clk;
   input reset;
   input in;
   output out;
   wire en;
   div_N  #(WIDTH)  div_inst(
	 .clk(clk), 
	 .reset(reset),
    .out(en));
   wire button_sync;
   brute_force_synchronizer sync(.clk(clk), .in(in), .out(button_sync));
   wire button_debounced;
   debouncer #(3) debounce(.clk(clk), .en(en), .reset(reset),.in(button_sync), .out(button_debounced));
   one_pulse one_pulse(.clk(clk),.reset(reset), .in(button_debounced), .out(out));
endmodule
module debouncer(clk, in, out, reset, en);
	input clk, reset, en;
	input in;
	output out;
	reg out;
	parameter WIDTH = 3;
	reg  timer_clr;
	wire [WIDTH-1:0] timer_q;
	d_ff_re #(WIDTH) counter(.clk(clk), .d(timer_q+1'b1), .q(timer_q), .r(timer_clr || reset), .en(en));
   wire timer_done;
	assign  timer_done=&timer_q;
	reg [1:0] next_state_d;
	wire [1:0] current_state_q;
	always @(*)
		begin
		  case (current_state_q)
        2'b00 : begin
				out = 1'b0;
				timer_clr = 1'b1;
				if (~in) begin
					next_state_d = 2'b01;
					end
				else begin
					next_state_d = 2'b00;
					end
				end
        2'b01 : begin
				out = 1'b1;
				timer_clr = 1'b0;
				if (timer_done) begin
					next_state_d = 2'b10;
					end
				else begin
					next_state_d = 2'b01;
					end
				end
		  2'b10: begin
				out = 1'b1;
				timer_clr = 1'b1;
				if (in) begin
					next_state_d = 2'b11;
					end
				else begin
					next_state_d = 2'b10;
					end
				end
			2'b11 : begin
				out = 1'b1;
				timer_clr = 1'b0;
				if (timer_done) begin
					next_state_d = 2'b00;
					end
				else begin
					next_state_d = 2'b11;
					end
				end
			default : begin
				out = 1'b0;
				timer_clr = 1'b1;
				next_state_d = 2'b00;
				end
			endcase
		end
	d_ff_re #(2) state(.clk(clk), .d(next_state_d), .q(current_state_q), .r(reset), .en(1'b1));
endmodule
module d_ff 
(
d,  
clk, 
q);
parameter WIDTH = 1;
input clk;
input [WIDTH-1:0] d;
output [WIDTH-1:0] q;
reg [WIDTH-1:0] q;
always @ (posedge clk) 
q <= d;
endmodule
module d_ff_r 
(
d, 
r, 
clk, 
q);
parameter WIDTH = 1;
input r;
input clk;
input [WIDTH-1:0] d;
output [WIDTH-1:0] q;
reg [WIDTH-1:0] q;
always @ (posedge clk) 
if ( r ) 
q <= {WIDTH{1'b0}};
else
q <= d;
endmodule
module d_ff_re
(
d,
en,
r,
clk,
q
);
parameter WIDTH = 1;
input en;
input r;
input clk;
input [WIDTH-1:0] d;
output [WIDTH-1:0] q;
reg [WIDTH-1:0] q;
always @ (posedge clk)
if ( r )
q <= {WIDTH{1'b0}};
else if (en)
q <= d;
else q <= q;
endmodule
`timescale 1ns / 1ps
module div_N(clk, reset, out);
    input clk;
    input reset;
    output out;
	 parameter n=2;
	 reg[n-1:0] q;
	 assign out=&q;
    always @(posedge clk)
	 if (reset) q<=0;else q<=q+1;
endmodule
module one_pulse(
   clk,
   reset,
   in,
   out
   );
   input clk;
   input reset;
   input in;
   output out;
   wire last_value;
   d_ff_r last_value_storage (.clk(clk), .r(reset), .d(in), .q(last_value));
   assign out = ~last_value & in;
endmodule
==> job_summary.md <==
### Yosys + OpenROAD results

| Metric | Value |
|---|---|
| DRT Pass-1 Iters | `4` |
| Cell family contributing the most delay on the critical path | `buffers and inverters` |
| Area share of the largest cell type after synthesis | `a little under half` |
| Floorplan die width | `99 um` |
| Launching point of the worst reg2reg path | `counter[1]` |
| Maximum number of buffers from clock root to sink | `2` |
| Run status | `finished clean` |
| Count of H-tree levels built during CTS | `1` |
| Total cell area reported by yosys after synthesis | `approximately 0.0013 mm^2` |
| Global-route wire length before repair | `between 3000 and 4000 um` |
| Number of DRC markers after the initial detailed-route iteration | `34` |
| Most common flop cell mapped by yosys | `dfxtp_1` |
| Global placement routability congestion | `between 0.7 and 0.8` |
| Post-synth tally of flip-flops with integrated enable | `0` |
| Postcts setup bufs | `0` |
| Fin Setup TNS | `0 ns` |
| Antenna cells | `0` |
| Mean instance size in the synthesized netlist | `approximately 9.9 um^2` |
| Number of distinct library cell variants in the gate-level netlist after synthesis | `30` |
| Relative area change from synthesis to final layout | `14.7%` |
| Tool warnings | `25` |
| Worst-Margin Slew | `between 0.4 and 0.5 ns` |
| Slowest stage cell on the critical path | `clkdlybuf4s50_1` |
| Routed via count | `roughly 860` |
| Average wire per cell in the routed design | `9.17 um` |
| Max frequency | `between 0.7 and 0.8 GHz` |
| Total of hold buffers inserted after clock tree synthesis | `0` |
| Clock tree from TritonCTS | `yes` |
| Final total power | `~310 uW` |
| Ys Warns | `7` |
| Layout Cell Area excl Fill | `0.00149 mm^2` |
| Number of max-capacitance violations reported | `0` |
| Half-perimeter wire length of the detailed placement result | `approximately 1400 um` |
| Number of global-route vias before repair | `between 800 and 900` |
| Vertical die size | `between 90 and 100 um` |
| Data required time at the worst endpoint | `approximately 1.3 ns` |
| Kind of end point of the critical path | `output port` |
| Layout cells sized above 1 | `between 10 and 15%` |
| Number of antenna violations at the first check in global routing | `0` |
| Ports placed on the boundary | `7` |
| Netlist area before placement | `0.00130 mm^2` |
| Final-report hold violation count | `0` |
| Hold_sp | `counter[0]` |
| Post-layout period usage of the worst path | `a little over four fifths` |
| Count of state elements after synthesis | `31` |
| Biggest area consumer among synthesized cells | `dfxtp_1` |
| Clock slew at the register clock pins of the worst setup and hold paths | `0.03 ns` |
| WHS | `a little under 0.4 ns` |
| Placed instance area | `approximately 0.0014 mm^2` |
| Final slew viol count | `0` |
| Standby leakage power | `0.586 nW` |
| Biggest area cells | `dfxtp_1 48%, xnor2_1 6.7%, nor2_1 6.6%` |
| Final wirelength | `~2000 um` |
| Slowest cell delay on critical path | `roughly 0.48 ns` |
| Global route total overflow | `0` |
| Pin count of the biggest net entering global routing | `30` |
| Antenna Nets Post-Route | `0` |
| Register pins left without a clock | `28` |
| Standard-cell row count | `28` |
| Startpoint of the most critical setup path | `counter[0]` |
| Slew headroom | `a little under three quarters` |
| Type of element launching the critical path | `flip-flop` |
| Full die area | `0.00980 mm^2` |
| Top cells by instance count after synthesis | `31 x dfxtp_1, 23 x nor2_1, 10 x nand2_1, 10 x xnor2_1, 6 x inv_1` |
| Total buffers and inverters traversed by the critical path | `1` |
| Maximum resistive drop on vdd | `about 0.43 mV` |
| Count of endpoints without a timing constraint | `29` |
| Root Driver | `clkbuf_8` |
| Fin crit period | `around 1.4 ns` |
| Worst min-delay path class | `flip-flop to flip-flop` |
| Critical path type | `flip-flop to output port` |
| WP data arrival | `1.04 ns` |
| Setup repair after global routing missed its margin | `false` |
| Core area | `between 0.005 and 0.006 mm^2` |
| Top fanout value on the critical path | `3` |
| # fillers | `634` |
| Asr flop ratio synth | `0%` |
| Number of buffers created by CTS | `3` |
| Number of instances in the synthesized netlist | `between 100 and 150` |
| Port Buffer Count | `6` |
| Series of cell instances along the critical path | `clkdlybuf4s50_1` |
| Fraction of the yosys area taken by sequential cells | `47.7%` |
| Worst clock skew | `between 0.0008 and 0.0009 ns` |
| Most frequent cell after synthesis | `dfxtp_1` |
| Total DRC errors in the routed layout | `0` |
| Clock insertion delay at the later pin of the skew report | `around 0.21 ns` |
| FP Core Util | `a little over a fifth` |
| Cell total in the yosys stat output | `131` |
| Setup violators final | `0` |
| Power per cell area | `around 210 mW/mm^2` |
| Combined global-route utilization of all metal layers | `under 10%` |
| Vias per Instance | `roughly 4` |
| Post-CTS Resized | `0` |
## flip-flops by register name, indices dropped and copies added, names as in the netlist
signal	cells
counter	3
step_key.one_pulse.last_value_storage.q	1
step_key.debounce.state.q	4
step_key.sync.ff1.q	1
step_key.sync.ff2.q	1
step_key.debounce.counter.q	3
step_key.div_inst.q	18
## report_power, final
part | leakage (nW) | switching (mW) | internal [mW]
Combinational | 0.311 | 0.0123 | 0.00828
Sequential | 0.252 | 0 | 0.0759
Clock | 0.0228 | 0.0463 | 0.170
## path summary, 6_finish.rpt
check | to | cells past startpoint | slack [ns]
max | vga_clk | 1 | 0.24
min | counter[0] | 1 | 0.39
max reg2reg | counter[2] | 3 | 0.59
min reg2reg | counter[0] | 1 | 0.39
## per-layer routing
layer | part of all wire [%] | vias to the layer above | GRT usage [%] | wire, um
li1 | - | 456 | - | -
met1 | 54 | 395 | 5.87 | 1060
met2 | 42 | 5 | 6.26 | 833
met3 | 3.4 | 0 | 0.775 | 66
met4 | 0 | 0 | 0.441 | 0
met5 | 0 | - | 0 | 0
## cells in the final DEF, fill, tap and decap left out
cell             netlist  routed
nor4_4                 2       2
nor4_2                 1       1
nor2b_1                2       2
buf_4                  0       2
a22oi_1                3       3
nor2_1                23      23
xnor2_1               10      10
clkbuf_8               0       3
ha_1                   4       4
clkbuf_1               3       1
nor3_2                 2       2
xor2_1                 3       3
and3_1                 1       1
nor4b_4                1       1
a21oi_1                3       3
mux2_1                 1       1
nand2_1               10      10
and4_1                 1       1
nand4_2                1       1
inv_1                  6       6
dfxtp_1               31      31
nand4_4                1       1
nand3_1                5       5
a31o_2                 1       1
nand3_2                1       1
o21ai_0                2       2
or3_1                  3       3
mux2i_1                3       3
a221o_1                1       1
nand2b_1               1       1
nor3_1                 4       4
clkdlybuf4s50_1        0       6
## cells by family (layout without fill, tap and decap cells)
family | Yosys count | after routing | share of synthesized area (%)
flops | 31 | 31 | 47.7
simple gates | 59 | 59 | 28.0
mux | 4 | 4 | 3.17
xor+xnor | 13 | 13 | 8.75
buf+inv | 10 | 18 | 3.46
compound gates | 10 | 10 | 5.10
fa+ha+maj | 4 | 4 | 3.85
## per-stage QoR
step                      setup WS [ns]  cells  util, %
after floorplan                   0.541    131        -
after global placement            0.465    210     24.2
after detailed placement          0.467    210     24.2
after CTS                         0.227    214     24.9
after global routing              0.191    214     24.9
final                             0.244    214     24.9
## cell type report
| type | instances | area, um^2 | share of cell area, % |
|---|---|---|---|
| inverters | 6 | 22.5 | 1.51 |
| well taps | 75 | 93.8 | 6.29 |
| multi-input cells | 90 | 636 | 42.6 |
| flip-flops and latches | 31 | 621 | 41.6 |
| repair buffers | 8 | 75.1 | 5.03 |
| clock buffers | 4 | 45.0 | 3.02 |
Power figures rest on the tool's default switching activity, not on a simulated workload.
