<file path="/design/flow/design.v">
module svga_ctrl(
	input wire					sys_clk		,  
	input wire					reset		   ,  
	output wire					hsync		,  
	output wire					vsync		,  
	output wire					vga_comp_synch ,	 
	output wire					vga_out_blank_z,	 
	output wire [ 9 : 0 ]		x_pos		,  
	output wire [ 9 : 0 ]		y_pos		   
);
parameter	H_TOTAL_PIXEL	=	11'd1064	;
parameter	H_ACTIVE_PIXEL	=	11'd800		;
parameter	H_FP_PIXEL		=	11'd16		;
parameter	H_BP_PIXEL		=	11'd168		;
parameter	H_SYNC_WIDTH	=	11'd80		;
parameter	V_TOTAL_LINE	=	10'd626		;
parameter	V_ACTIVE_LINE	=	10'd600		;
parameter	V_FP_LINE		=	10'd1		;
parameter	V_BP_LINE		=	10'd23		;
parameter	V_SYNC_WIDTH	=	10'd2		;
reg		[ 10 : 0 ]				pixel_cnt_reg	;  
reg		[ 9 : 0 ]				line_cnt_reg	;  
wire							      end_of_line	;  
reg								    hsync_reg	;  
reg								    vsync_reg	;  
reg								    data_en_reg	;  
wire	[ 9 : 0 ]				    x_pos_temp ;
always @ (posedge sys_clk) begin
	if (reset)
		pixel_cnt_reg <= 11'd0;
	else if ( pixel_cnt_reg == (H_TOTAL_PIXEL - 11'd1) )
		pixel_cnt_reg <= 11'd0;
	else
		pixel_cnt_reg <= pixel_cnt_reg + 11'd1;
end
assign end_of_line = ( pixel_cnt_reg == (H_TOTAL_PIXEL - 11'd1) );  
always @ (posedge sys_clk) begin
	if (reset)
		hsync_reg <= 1'b1;
	else if ( pixel_cnt_reg < H_SYNC_WIDTH )
		hsync_reg <= 1'b0;
	else
		hsync_reg <= 1'b1;
end
always @ (posedge sys_clk) begin
	if (reset)
		line_cnt_reg <= 10'd0;
	else if ( end_of_line && ( line_cnt_reg == (V_TOTAL_LINE - 10'd1) ) )
		line_cnt_reg <= 10'd0;
	else if ( end_of_line )
		line_cnt_reg <= line_cnt_reg + 10'd1;
end
always @ (posedge sys_clk) begin
	if (reset)
		vsync_reg <= 1'b1;
	else if ( line_cnt_reg < V_SYNC_WIDTH ) 
		vsync_reg <= 1'b0;
	else
		vsync_reg <= 1'b1;
end
always @ (posedge sys_clk) begin
	if (reset)
		data_en_reg <= 1'b0;
	else if ( ( pixel_cnt_reg >= (H_SYNC_WIDTH + H_BP_PIXEL) && pixel_cnt_reg < (H_TOTAL_PIXEL - H_FP_PIXEL) ) &&
		( line_cnt_reg >= (V_SYNC_WIDTH + V_BP_LINE) && line_cnt_reg < (V_TOTAL_LINE - V_FP_LINE) ) )		
		data_en_reg <= 1'b1;
	else
		data_en_reg <= 1'b0;
end
assign data_en = data_en_reg;
assign vsync = vsync_reg;
assign hsync = hsync_reg;
assign vga_comp_synch = 1'b1;
assign vga_out_blank_z = data_en;
assign x_pos_temp = pixel_cnt_reg - H_SYNC_WIDTH - H_BP_PIXEL;
assign x_pos = x_pos_temp[ 9 : 0 ];
assign y_pos = line_cnt_reg - V_SYNC_WIDTH - V_BP_LINE;
endmodule
</file>
<file path="/design/flow/config.mk">
export PLATFORM = sky130hd
export DESIGN_NAME = svga_ctrl
export DESIGN_NICKNAME = svga_ctrl
export VERILOG_FILES = /design/flow/design.v
export SDC_FILE = /design/flow/constraint.sdc
export NUM_CORES = 4
export LEC_CHECK = 1
export CORE_AREA = 10 10 93 93
export DIE_AREA = 0 0 103 103
</file>
<file path="/design/flow/run.sh">
#!/bin/bash
# OpenROAD 26Q1-2900-gdf79404cd8, Yosys 0.63+post, stock flow scripts
make -C /OpenROAD-flow-scripts/flow DESIGN_CONFIG=/design/flow/config.mk WORK_HOME=/design/flow/orfs finish
</file>
<file path="/design/flow/constraint.sdc">
current_design svga_ctrl

set clk_period 3.8
set clk_io_pct 0.2

create_clock -name clk0 -period $clk_period [get_ports {sys_clk}]

set non_clock_inputs [all_inputs -no_clocks]
set_input_delay [expr $clk_period * $clk_io_pct] -clock clk0 $non_clock_inputs
set_output_delay [expr $clk_period * $clk_io_pct] -clock clk0 [all_outputs]
</file>
==> out/qor.yml <==
dieArea_um2: 10600
power.share.clock: 0.350
p_per_area_nw_per_um2: 247
drive_gt1_frac: 0.0535
setup_violations: 0
crit_start: "line_cnt_reg[0]"
outcome: "finished clean"
vias_per_cell: 4.38
p_leak_nw: 0.600
synth-compound-area-share: 0.0752
r2r_slack_ps: 1680
final_area_um2: 1730
postSynthSeqShare: 0.332
cts_resized: 0
synthAdderAreaFrac: 0.0519
cts_buffers: 3
fillers: 738
cp_data_required_time_ps: 3040
diodes: 0
end_kind: "primary output"
place_area_um2: 1690
synth-edff-count: 0
hpwl_um: 2470
postCtsHoldBufs: 0
crit_end: "y_pos[8]"
grt-ovfl-total: 0
rsz0062_at_grt: "false"
final_core_util: 0.257
portBuffers: 24
rows: 30
die_height_um: 103
grtUsageTotal: 0.0608
flop_cell: "dfxtp_1"
avgSynthCellArea_um2: 8.27
simple_gate_share: 0.294
cap_violations: 0
crit_path_max_fanout: 6
drt-total-wl_um: 3250
clk_latency_ps: 260
hold_viol_final: 0
mux_share: 0.00691
seqPwrFrac: 0.604
gp_congestion: 0.863
netSwitchingFraction: 0.213
p_int_mw: 0.337
initialDrtViolationCount: 52
wl_per_cell_um: 12.2
postRouteAntennaNets: 0
core_area_um2: 6760
clock.fmax_mhz: 333
period_used_share: 0.790
grt_pass1_vias: 1071
hold_class: "flop to flop"
worst_slack_ps: 799
grt_pass1_wl_um: 5300
yosysUniqueCellTypes: 35
largest_reg_flops: 11
vdd_drop_max_uv: 112
switchingPower_mw: 0.0913
cts_setup_buffers: 0
antenna_found_initial: 0
io_pins: 26
dpl.cell_count: 264
warnings: 29
grt_max_degree: 13
ctsHtreeMaxLevel: 1
combinationalPowerShare: 0.046
vias: 1169
finalMaxSlewViolations: 0
clock_skew_ps: 2.82
place_ws_ps: 1070
drcViolationCount: 0
xor_share: 0.151
syn-cell-area_um2: 1450
startpoint_type: "flop"
area_growth_pct: 19.8
clock-root-buffer: "clkbuf_8"
synth.logic.top_family: "simple AND/OR/NAND/NOR gates"
yosys_warnings: 2
ys_cells: 175
finalNonFillerCells: 267
rr_worst_depth: 4
r2r-end: "line_cnt_reg[8]"
syn_inst: 175
drtPass1Iterations: 4
fin_setup_tns_ps: 0
cts.sinks: 24
crit_type: "flop to primary output"
cts_tree: "done"
floorplan.core_util: 0.214
lay_top_cells: "24 x nor2_1, 24 x dfxtp_1, 24 x clkdlybuf4s50_1"
reg2reg_from: "pixel_cnt_reg[7]"
path_clk_slew_ps: 80
cp.arrival_ps: 2240
finalCriticalPeriod_ps: 3000
ys_area_um2: 1450
synth-seq-cells: 24
async_flop_share: 0
cts_buffer_depth: 2
die_w_um: 103
[cell usage after synthesis (all sizes together) (2+ instances only)]
cell / number / area (µm²)
or2: 2 / 12.5
dfxtp: 24 / 480
ha: 6 / 75.1
clkbuf: 6 / 22.5
buf: 9 / 72.6
o21ai: 3 / 15.0
nor3: 6 / 30.0
nor2b: 4 / 25.0
or3: 2 / 18.8
inv: 8 / 30.0
nand2: 12 / 45.0
xor2: 9 / 78.8
nor2: 24 / 90.1
or4: 7 / 57.6
a21oi: 6 / 30.0
and3: 2 / 12.5
o31ai: 5 / 37.5
nor4: 3 / 18.8
nand3: 10 / 50.1
xnor2: 16 / 140
and4: 2 / 17.5
[how the worst min path moves through the flow]
| stage | start | to | slack [ps] | cells past startpoint |
|---|---|---|---|---|
| after CTS | pixel_cnt_reg[0] | pixel_cnt_reg[0] | 480 | 1 |
| after global routing | pixel_cnt_reg[0] | pixel_cnt_reg[0] | 530 | 1 |
| final | pixel_cnt_reg[0] | pixel_cnt_reg[0] | 480 | 1 |
[routing by layer]
layer,vias up,GRT usage,routed length (µm)
li1,610,-,-
met1,535,0.0827,1550
met2,20,0.0980,1520
met3,4,0.0122,133
met4,0,0.0128,46
met5,-,0,0
[final cells by class]
cell class,count,area [µm²],share of cell area
Multi-Input combinational cell,128,842,0.486
Sequential cell,24,480,0.277
Timing Repair Buffer,24,240,0.139
Tap cell,80,100,0.0577
Clock buffer,3,41.3,0.0238
Inverter,8,30.0,0.0173
[power groups by stage]
| stage | registers, mW | logic [mW] | clock network, mW |
|---|---|---|---|
| 5_1_grt | 0.259 | 0.0226 | 0.164 |
| 6_report | 0.258 | 0.0198 | 0.150 |
| 4_1_cts | 0.259 | 0.0202 | 0.154 |
[critical path: stages, from the launching register on]
cell and delay [ps]:
dfxtp_1 380, inv_1 100, ha_1 200, nand2b_1 100
nor2b_1 150, or4_1 420, xnor2_1 150, clkdlybuf4s50_1 490
[through the flow]
stage	power (mW)	hold WS (ps)
floorplan	0.276	437
global placement	0.284	454
detailed placement	0.284	462
CTS	0.432	484
global route	0.446	527
finish	0.428	477
[cell families after synthesis]
| logic type | count (synthesis) |
|---|---|
| simple gates | 78 |
| xor+xnor | 25 |
| flops | 24 |
| buf+inv | 23 |
| compound gates | 17 |
| fa+ha+maj | 6 |
| other cells | 1 |
| mux | 1 |
Power is estimated from default activity; no workload was simulated.
